### /design/flow/design.v
`timescale 1ns / 1ps
module fft_4(
        input               clk,
        input               rst_n,
        input wire signed [ 15:0]                   x0_real, 
        input wire signed [ 15:0]                   x0_imag,
        input wire signed [ 15:0]                   x1_real,
        input wire signed [ 15:0]                   x1_imag,
        input wire signed [ 15:0]                   x2_real,
        input wire signed [ 15:0]                   x2_imag,
        input wire signed [ 15:0]                   x3_real,
        input wire signed [ 15:0]                   x3_imag,
        output reg signed [ 15:0]                   X0_real,
        output reg signed [ 15:0]                   X0_imag,
        output reg signed [ 15:0]                   X1_real,
        output reg signed [ 15:0]                   X1_imag,            
        output reg signed [ 15:0]                   X2_real,
        output reg signed [ 15:0]                   X2_imag,
        output reg signed [ 15:0]                   X3_real,
        output reg signed [ 15:0]                   X3_imag
    );
parameter W4_0_real = 16'h7FFF; 
parameter W4_0_imag = 16'h0000;
parameter W4_1_real = 16'h0000;
parameter W4_1_imag = 16'h8000; 
parameter W4_2_real = 16'h8000; 
parameter W4_2_imag = 16'h0000; 
parameter W4_3_real = 16'h0000;   
parameter W4_3_imag = 16'h7FFF; 
        reg signed [ 15:0]              s0_real;
        reg signed [ 15:0]              s0_imag;
        reg signed [ 15:0]              s1_real;
        reg signed [ 15:0]              s1_imag;
        reg signed [ 15:0]              s2_real;
        reg signed [ 15:0]              s2_imag;
        reg signed [ 15:0]              s3_real;
        reg signed [ 15:0]              s3_imag;
        reg signed [ 15:0]              r0_real;
        reg signed [ 15:0]              r0_imag;
        reg signed [ 15:0]              r1_real;
        reg signed [ 15:0]              r1_imag;
        reg signed [ 15:0]              r2_real;
        reg signed [ 15:0]              r2_imag;
        reg signed [ 15:0]              r3_real;
        reg signed [ 15:0]              r3_imag;       
always @(posedge clk or negedge rst_n) begin
    if(!rst_n)begin
        s0_real     <=      'h0;
        s0_imag     <=      'h0;      
        s1_real     <=      'h0;
        s1_imag     <=      'h0;
        s2_real     <=      'h0;
        s2_imag     <=      'h0;
        s3_real     <=      'h0;
        s3_imag     <=      'h0;
    end
    else begin
        s0_real     <=      x0_real + x1_real;
        s0_imag     <=      x0_imag + x1_imag;
        s1_real     <=      x0_real - x1_real;
        s1_imag     <=      x0_imag - x1_imag;  
        s2_real     <=      x2_real + x3_real;
        s2_imag     <=      x2_imag + x3_imag;
        s3_real     <=      x2_real - x3_real;
        s3_imag     <=      x2_imag - x3_imag;
    end
end
always@(posedge clk or negedge rst_n)begin
    if (!rst_n)begin
        r0_real     <=      'h0;      
        r0_imag     <=      'h0;
        r1_real     <=      'h0;
        r1_imag     <=      'h0;
        r2_real     <=      'h0;
        r2_imag     <=      'h0;
        r3_real     <=      'h0;
        r3_imag     <=      'h0;
    end
    else begin
        r0_real     <=      s0_real + s2_real;
        r0_imag     <=      s0_imag + s2_imag;
        r2_real     <=      s0_real - s2_real;
        r2_imag     <=      s0_imag - s2_imag;
        r1_real     <=      s1_real + s3_imag;
        r1_imag     <=      s1_imag - s3_real;
        r3_real     <=      s1_real - s3_imag;
        r3_imag     <=      s1_imag + s3_real;
    end
end
always@(posedge clk or negedge rst_n)begin
    if (!rst_n)begin
        X0_real    <=       'b0;    
        X0_imag    <=       'b0; 
        X1_real    <=       'b0; 
        X1_imag    <=       'b0; 
        X2_real    <=       'b0; 
        X2_imag    <=       'b0; 
        X3_real    <=       'b0; 
        X3_imag    <=       'b0;
    end
    else begin
        X0_real    <=       r0_real;
        X0_imag    <=       r0_imag;
        X1_real    <=       r1_real;
        X1_imag    <=       r1_imag;
        X2_real    <=       r2_real;
        X2_imag    <=       r2_imag;
        X3_real    <=       r3_real;
        X3_imag    <=       r3_imag;
        end
end
endmodule
### /design/flow/constraint.sdc
current_design fft_4

set clk_period 12.6
set clk_io_pct 0.2

create_clock -name clk0 -period $clk_period [get_ports {clk}]

set non_clock_inputs [all_inputs -no_clocks]
set_input_delay [expr $clk_period * $clk_io_pct] -clock clk0 $non_clock_inputs
set_output_delay [expr $clk_period * $clk_io_pct] -clock clk0 [all_outputs]
### /design/flow/run.sh
#!/bin/bash
# OpenROAD 26Q1-2900-gdf79404cd8, Yosys 0.63+post, stock flow scripts
make -C /OpenROAD-flow-scripts/flow DESIGN_CONFIG=/design/flow/config.mk WORK_HOME=/design/flow/orfs finish
### /design/flow/config.mk
export PLATFORM = sky130hd
export DESIGN_NAME = fft_4
export DESIGN_NICKNAME = fft_4
export VERILOG_FILES = /design/flow/design.v
export SDC_FILE = /design/flow/constraint.sdc
export NUM_CORES = 4
export LEC_CHECK = 1
export CORE_UTILIZATION = 30
==> flow_summary.toml <==
# physical design summary
[run]
cap_violations = 0
warnings = 145

[timing]
fin_crit_sh = 0.371
finalSetupTns_ns = 0
fmax_ghz = 0.214
finalCriticalPeriod_ns = 4.67
clock_skew_ns = 0.0215
maxSlewHeadroom = 0.486
rsz0062_at_grt = "false"
finalSetupViolCount = 0
tightest_slew_ns = 0.766
hold_violations = 0
slew_violations = 0

[die]
die_h_um = 267
die_w_um = 267
die_area_um2 = 71100
core_area_um2 = 68900
num_rows = 96
pin_count = 258
fp_util = 0.305

[synthesis]
ys_sh_simple = 0.103
avgSynthCellArea_um2 = 10.0
edf_count = 0
synth-seq-cells = 372
synth.distinct_cells = 80
ys_seq_share = 0.443
ys_sh_adder = 0.158
xor_share = 0.0867
mux_share = 0.00101
ys_cells = 2093
ys.warnings.count = 1
synthesis.area_um2 = 21000
synthFlopType = "dfrtp_1"
synth.cellmix.compoundShare = 0.152
ys_area_um2 = 21000
syn_inst = 2093
synthArstFlopShare = 1.00
top_logic_kind = "adder cells"

[power_and_ir_drop]
powerDensity_nw_per_um2 = 197
clock_power_share = 0.250
ir_drop_mv = 0.107
internal-power_w = 0.00346
pwr-share-seq = 0.370
p_leak_nw = 11.6
combPwrFrac = 0.380
switching_power_w = 0.00166
sw_frac_of_total = 0.324

[drt]
num_vias = 15100
ant_nets = 0
dr.pass1.iters = 7
wl_um = 55300
wl_per_cell_um = 16.8
drc = 0
vias_per_cell = 4.60
drt_iter0_markers = 802

[critical_path]
path_class = "primary input to flop"
startpoint_type = "primary input"
worst_setup_path_end_kind = "flop"
path_cells = "clkdlybuf4s50_1, inv_1, ha_1, nand2b_1, a221oi_1, o22ai_1, or4_1, a21oi_1, nor2_1, xnor2_1"
cp_max_fo = 4
arrival_ns = 5.09
slowest_delay_ns = 0.59
cp_slowest_cell = "clkdlybuf4s50_1"
cp.required_ns = 13.02

[placed_design]
gp_congestion = 0.934
portBuffers = 257
dp_hpwl_um = 44000

[clock_tree]
cts_made_buffers = 41
cts_tree = "yes"
clk_pin_slew_worst_paths_ns = 0.06
cts.repair.resized = 0
cts-root-buf = "clkbuf_16"
clk_latency_ns = 0.56
postCtsHoldBufs = 0
post_cts_buffers = 0
clk_path_buf_depth = 3
htreeDepth = 2
cts_num_sinks = 372

[global_routing]
antenna_found_initial = 6
grt_usage = 0.161
grt_pass1_wl_um = 85500
grt_pass1_vias = 15300
gr-total-overflow = 0
grt_max_degree = 93

[cells_and_area]
finalCoreUtilization = 0.376
layout_top_cells = "dfrtp_1, clkdlybuf4s50_1, ha_1"
drive_above_1_share = 0.0438
synthToLayoutAreaGrowth_pct = 23.6
final_common_cell = "dfrtp_1"

[worst_hold_path]
hold_path_class = "flop to flop"

[status]
status = "finished clean"
-- path summary, 6_finish.rpt --
path	to	cells past startpoint	slack [ns]	start
setup / recovery	s2_imag[15]$_DFF_PN0_	10	7.93	x3_imag[1]
hold / removal	X3_real[9]$_DFF_PN0_	0	0.34	r3_real[9]$_DFF_PN0_
setup reg to reg	r3_real[14]$_DFF_PN0_	9	9.53	s3_imag[0]$_DFF_PN0_
hold reg to reg	X3_real[9]$_DFF_PN0_	0	0.34	r3_real[9]$_DFF_PN0_
max in group asynchronous	r3_real[7]$_DFF_PN0_	4	8.22	rst_n
min in group asynchronous	r1_imag[6]$_DFF_PN0_	1	1.95	rst_n
-- through the flow --
stage / instance area [um^2] / cells / total power [W] / setup slack [ns] / hold WS [ns]
after detailed placement: 24500 / 3208 / 0.00388 / 7.35 / 0.335
after floorplan: 21000 / 2093 / 0.00297 / 8.15 / 0.331
after global routing: 26000 / 3285 / 0.00550 / 7.74 / 0.349
after CTS: 25900 / 3283 / 0.00521 / 7.95 / 0.347
final: 26000 / 3285 / 0.00512 / 7.93 / 0.345
after global placement: 24500 / 3208 / 0.00389 / 7.39 / 0.336
-- critical path, delay by kind of cell --
family | cells | cell delay [ns]
AND-OR/OR-AND | 3 | 0.75
adder cells (fa/ha/maj) | 1 | 0.28
AND/OR/NAND/NOR | 3 | 0.76
buffers and inverters | 2 | 0.66
XOR/XNOR | 1 | 0.12
-- final cells by class --
| cell class | count | area, um^2 |
|---|---|---|
| fillers | 6618 | 43000 |
| multi-input cells | 1411 | 10500 |
| flip-flops and latches | 372 | 9310 |
| repair buffers | 264 | 2630 |
| clock buffers | 55 | 1180 |
| well taps | 931 | 1160 |
| inverters | 230 | 863 |
| clock inverters | 20 | 289 |
| diodes | 2 | 5.00 |
-- synthesized netlist by cell type, types with 4 or more instances --
cell       number  area share
dfrtp_1       372        0.44
ha_1          240        0.14
inv_1         220       0.039
a21oi_1       191       0.046
nor2_1        180       0.032
xnor2_1       162       0.068
clkbuf_1       67       0.012
o21ai_0        58       0.014
nand2_1        57       0.010
nand2b_1       49       0.015
xor2_1         46       0.019
o21ai_1        44       0.010
nor3_1         33      0.0079
nor2b_1        31      0.0092
o21bai_1       29       0.010
a21o_1         25      0.0089
o21a_1         24      0.0086
nand3_1        23      0.0055
fa_1           16       0.015
nor4_1         14      0.0042
a31oi_1        13      0.0039
o31ai_1        13      0.0046
a211oi_1       12      0.0043
or3_1          12      0.0036
a221oi_1       10      0.0042
inv_2          10      0.0018
nand4_1         9      0.0027
o31a_1          8      0.0033
a21boi_1        7      0.0025
o2111ai_1       7      0.0029
buf_2           6      0.0014
nor3b_1         6      0.0021
o41ai_1         6      0.0025
or4_1           6      0.0021
o211ai_1        5      0.0018
o22ai_1         5      0.0015
a211o_1         4      0.0017
a311o_1         4      0.0019
buf_4           4      0.0014
-- state kept, by name, indices dropped and copies added, names as in the netlist, 16 cells and up --
| register | flops |
|---|---|
| X3_real | 16 |
| X2_real | 16 |
| X3_imag | 16 |
| X2_imag | 16 |
| s1_imag | 16 |
| r2_imag | 16 |
| r3_imag | 16 |
| r3_real | 16 |
| s3_imag | 16 |
| r2_real | 16 |
| s3_real | 16 |
| s0_real | 16 |
-- power groups by stage --
stage / Sequential [W] / Combinational (W) / Clock [W]
6_report: 0.00189 / 0.00195 / 0.00128
5_1_grt: 0.00195 / 0.00218 / 0.00137
4_1_cts: 0.00191 / 0.00198 / 0.00132
-- cells by family (layout without fill, tap and decap cells) --
logic type	after synthesis	count (layout)
mux	2	2
fa+ha+maj	256	256
other cells	0	2
flops	372	372
simple gates	443	443
xor+xnor	208	208
buf+inv	310	569
compound gates	502	502
-- routing by layer --
metal	part of all wire	up-vias	GRT usage
met5	0.00043	-	0
met4	0.023	4	0.0337
met3	0.056	70	0.0347
met2	0.46	334	0.253
met1	0.46	7212	0.234
li1	-	7503	-
No activity file was given, so power comes from the tool's default toggle rates.
